==> /design/flow/design.v <==
module rams_init_file (clk, we, addr, din, dout);
input clk;
input we;
input [2:0] addr;
input [31:0] din;
output [31:0] dout;
reg [31:0] ram [0:7];
reg [31:0] dout;
initial begin
$readmemb("ramfile1.txt",ram);
end
always @(posedge clk)
begin
 if (we)
 ram[addr] <= din;
 dout <= ram[addr];
end endmodule
==> /design/flow/run.sh <==
#!/bin/bash
# OpenROAD 26Q1-2900-gdf79404cd8, Yosys 0.63+post, stock flow scripts
make -C /OpenROAD-flow-scripts/flow DESIGN_CONFIG=/design/flow/config.mk WORK_HOME=/design/flow/orfs finish
==> /design/flow/config.mk <==
export PLATFORM = sky130hd
export DESIGN_NAME = rams_init_file
export DESIGN_NICKNAME = rams_init_file
export VERILOG_FILES = /design/flow/design.v
export SDC_FILE = /design/flow/constraint.sdc
export NUM_CORES = 4
export LEC_CHECK = 1
export CORE_UTILIZATION = 50
export SYNTH_HDL_FRONTEND = slang
==> /design/flow/constraint.sdc <==
current_design rams_init_file

set clk_period 7.2
set clk_io_pct 0.2

create_clock -name clk0 -period $clk_period [get_ports {clk}]

set non_clock_inputs [all_inputs -no_clocks]
set_input_delay [expr $clk_period * $clk_io_pct] -clock clk0 $non_clock_inputs
set_output_delay [expr $clk_period * $clk_io_pct] -clock clk0 [all_outputs]
==> out/summary.txt <==
Status -> complete, no violations
Static Leak -> 4.16 nW
CP arrival -> 3540 ps
RSZ-0062 raised after global routing -> no
CTS HTree Levels -> 1
Clock root cell -> clkbuf_16
Die Size -> 0.0216 mm^2
Register area -> 0.00833 mm^2
Number of global-route vias before repair -> 5132
Total Neg Setup Slack -> 0 ps
Yosys simple share -> 0.906%
CP dominant cell by count -> buf_4
Internal -> 2.81 mW
CP startpoint kind -> input pin
DRT antenna net count -> 0
CTS tree -> built
Avg Cell Area, Syn -> 23.2 um^2
Initial antenna violation count -> 0
Routed wire per std cell -> 21.6 um
Power share of the clock group -> 39.8%
Area share of fa/ha/maj cells after synthesis -> 0%
Most Used Layer, Global Route -> met1
Area after DPL -> 0.0115 mm^2
Remaining DRCs -> 0
Fillcell total -> 1439
Max stage delay on crit path -> 580 ps
Max-slew violation count -> 0
Final hold vios -> 0
Grt ovf -> 0
CP delay by family, top -> buffers and inverters
Worst Tran Pin Value -> 813 ps
Clk pin slew, worst setup/hold paths -> 60 ps
Register share after synthesis -> 79.3%
Layout cells sized above 1 -> 18.4%
Top logic family -> multiplexers
Cts hold-fix bufs -> 0
Period minus WS final -> 3330 ps
Total power -> 3.48 mW
Unique cell types -> 24
Rows -> 52
Hold/Removal Path Class -> reg2reg
Yosys aoi share -> 1.62%
Peak Freq -> 300 MHz
Final WL -> 18.0 mm
Largest area contributor in the netlist -> edfxtp_1
Largest net degree at the start of global routing -> 50
IO Port Bufs -> 68
Crit path cell chain -> buf_2 -> buf_4 -> nand2_1 -> nor2_4 -> buf_4
Slowest cell on crit path -> nor2_4
Xor/xnor share -> 0%
Synth top cell by count -> edfxtp_1
Number of gates resized after CTS -> 0
HPWL Detailed -> 10.3 mm
First-pass GRT wire length -> 28.4 mm
FP Core Util -> 51.4%
Final core utilization -> 60.8%
TritonCTS Sinks -> 288
Tool warning count -> 25
Total GRT Usage -> 19.9%
Comb area -> 0.00209 mm^2
Yosys Instances -> 453
Met3 Use GR -> 11.0%
Yosys warning count -> 0
Power per cell area -> 280 mW/mm^2
Final setup violation count -> 0
Dominant register cell -> edfxtp_1
FF+latch count, synth -> 288
Post-synth mux share -> 16.8%
Post-synth ARST share -> 0%
CP Buf/Inv Count -> 3
Sw power -> 0.665 mW
PnR worst setup slack -> 3870 ps
Post-layout period usage -> 46.2%
Via count -> 4652
Area growth, synth to finish -> 18.2%
Flop pwr share -> 54.7%
Final instance area -> 0.0124 mm^2
Post-synth area hogs -> edfxtp_1 (73%), mux4_1 (10%), dfxtp_1 (6.1%), mux2_2 (3.2%), mux4_2 (1.9%)
Max-cap viol count -> 0
Setup Skew -> 14.5 ps
Global routing usage on met2 -> 29.0%
Crit. End Element -> register
Vias per inst -> 5.56
Top cell area share -> 73.2%
Logic gate share of total power -> 5.5%
Peak supply drop -> 0.203 mV
Max clock buf depth -> 3
GRT met1 Usage -> 31.4%
Antenna Cells -> 0
Synth top cells by count -> edfxtp_1 (256), mux4_1 (41), dfxtp_1 (32)
Post-CTS Setup Bufs -> 0
Initial DRC Count -> 276
Worst slew margin -> 45.8%
Pre-CTS setup slack -> 3270 ps
Yosys Chip Area -> 0.0105 mm^2
Core area -> 0.0204 mm^2
Sw frac -> 19.1%
Post-Syn Area -> 0.0105 mm^2
I/O Pins -> 69
Critical Path RT -> 7410 ps
Critical-path maximum fanout -> 25
EDFF count, synth -> 256
Drt first pass iters -> 4
Die Ht -> 147 um
Critical path type -> in2reg
Inserted Clock Buffers -> 29
Gpl congestion -> 0.771
Cells after synthesis -> 453
Worst skew pair latency -> 530 ps
Chip width -> 147 um
-- per-stage QoR --
stage               hold WS [ps]  instances
CTS                          472        836
global placement             458        783
finish                       466        836
floorplan                    431        453
detailed placement           455        783
global route                 485        836
-- placed cells by master (no fill, tap or decap), drive strengths merged --
cell	Yosys	layout
edfxtp	256	256
clkdlybuf4s50	0	65
mux4	50	50
clkbuf	4	39
dfxtp	32	32
mux2	30	30
buf	17	16
mux2i	15	15
clkinv	0	12
nor2	9	9
o21ai	6	6
a21oi	6	6
o22ai	6	6
a22oi	5	5
nand2	4	4
nor3	3	3
nor2b	2	2
a221oi	2	2
nand2b	2	2
bufinv	0	2
inv	1	1
a211oi	1	1
a311o	1	1
and2	1	1
-- final cells by class --
class | instances | share of cell area, %
clock buffer | 39 | 6.23
clock inverter | 14 | 0.937
inverter | 1 | 0.0302
multi-input combinational | 143 | 16.8
sequential | 288 | 67.1
tap | 270 | 2.72
timing repair buffer | 81 | 6.17
-- worst register-to-register path, stage by stage (launching register included) --
cell	delay [ps]
edfxtp_1	350
mux4_1	530
mux2_2	290
-- path summary, 6_finish.rpt --
kind,startpoint,to,slack (ps),depth (start not counted)
worst max register to register,ram[3][26],dout[26],5910,2
worst min register to register,ram[4][7],dout[7],470,2
worst min-delay path,ram[4][7],dout[7],470,2
worst max-delay path,addr[1],ram[7][27],3870,5
-- logic make-up after synthesis --
group,Yosys count
DFF,288
buffers and inverters,22
AOI/OAI and AO/OA,27
and+or+nand+nor,21
muxes,95
-- registers in the layout, indices dropped and copies added, names as in the netlist --
register,count
ram,256
dout,32
-- metal layers --
layer	wire (um)	share of wire (%)
met4	272	1.5
met1	6860	38
met5	0	0
met2	8690	48
met3	2210	12
-- power groups by stage --
stage     Combinational [mW]  Clock, mW  Sequential [mW]
5_1_grt                0.209       1.49             1.91
4_1_cts                0.196       1.42             1.90
6_report               0.191       1.39             1.90
Power and IR drop assume default switching activity.
